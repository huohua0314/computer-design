$ cat run.sh
#!/bin/bash
# OpenROAD 26Q1-2900-gdf79404cd8, Yosys 0.63+post, stock flow scripts
make -C /OpenROAD-flow-scripts/flow DESIGN_CONFIG=/design/flow/config.mk WORK_HOME=/design/flow/orfs finish
$ cat config.mk
export PLATFORM = sky130hd
export DESIGN_NAME = adc32
export DESIGN_NICKNAME = adc32
export VERILOG_FILES = /design/flow/design.v
export SDC_FILE = /design/flow/constraint.sdc
export NUM_CORES = 4
export LEC_CHECK = 1
export CORE_AREA = 10 10 101 101
export DIE_AREA = 0 0 111 111
$ cat constraint.sdc
current_design adc32

set clk_period 8.2
set clk_io_pct 0.2

create_clock -name clk0 -period $clk_period

set non_clock_inputs [all_inputs -no_clocks]
set_input_delay [expr $clk_period * $clk_io_pct] -clock clk0 $non_clock_inputs
set_output_delay [expr $clk_period * $clk_io_pct] -clock clk0 [all_outputs]
$ cat design.v
`timescale 1ns / 1ps
module adc1(
    input A,
    input B,
    input C,
    output S,
    output G,
    output P
    );
   assign G = A & B;
   assign P = A | B;    
   assign S = A^B^C;
endmodule
`timescale 1ns / 1ps
module adc32(
    input [31:0] A,
    input [31:0] B, 
    output [32:0] S,
    input C
            );
    wire C_in;
    wire [1:0] Gm,Pm;
    wire [31:0] B_re;
    assign B_re = B ^ {32{C}};
    add16 u1
    (
        .A(A[15:0]),
        .B(B_re[15:0]),
        .C(C),
        .S(S[15:0]),
        .Gm(Gm[0]),
        .Pm(Pm[0])
    );
    add16 u2
    (
        .A(A[31:16]),
        .B(B_re[31:16]),
        .C(C_in),
        .S(S[31:16]),
        .Pm(Pm[1]),
        .Gm(Gm[1])
    );
    assign C_in = Gm[0] | Pm[0] & C;
    assign S[32] = Gm[1] | Pm[1] & Gm[0] | Pm[1] & Pm[0] & C;
endmodule
`timescale 1ns / 1ps
module add16(
    input [15:0] A,
    input [15:0] B,
    input C,
    output [15:0] S, 
    output Gm,
    output Pm
    );
    wire [3:0] P;
    wire [3:0] G;
    wire [4:1] C_in;
    add4 u1
    (
        .C(C),
        .A(A[3:0]),
        .B(B[3:0]),
        .Pm(P[0]),
        .Gm(G[0]),
        .S(S[3:0])
    );
       add4 u2
    (
        .C(C_in[1]),
        .A(A[7:4]),
        .B(B[7:4]),
        .Pm(P[1]),
        .Gm(G[1]),
        .S(S[7:4])
    ) ;
      add4 u3
    (
        .C(C_in[2]),
        .A(A[11:8]),
        .B(B[11:8]),
        .Pm(P[2]),
        .Gm(G[2]),
        .S(S[11:8])
    );
       add4 u4
    (
        .C(C_in[3]),
        .A(A[15:12]),
        .B(B[15:12]),
        .Pm(P[3]),
        .Gm(G[3]),
        .S(S[15:12])
    );
    clu4 c1
    (
        .c0(C),
        .P(P),
        .G(G),
        .C(C_in),
        .Pm(Pm),
        .Gm(Gm)
    );
endmodule
`timescale 1ns / 1ps
module add4(
    input [3:0] A,
    input [3:0] B,
    input C,
    output Pm, 
    output Gm,
    output [3:0] S  
    );
    wire [4:1] C_in;
    wire [3:0] G;
    wire [3:0] P;
    adc1 u1
    (
        .A(A[0]),
        .B(B[0]),
        .C(C),
        .S(S[0]),
        .G(G[0]),
        .P(P[0])
    );
      adc1 u2
    (
        .A(A[1]),
        .B(B[1]),
        .C(C_in[1]),
        .S(S[1]),
        .G(G[1]),
        .P(P[1])
    );
       adc1 u3
    (
        .A(A[2]),
        .B(B[2]),
        .C(C_in[2]),
        .S(S[2]),
        .G(G[2]),
        .P(P[2])
    );
     adc1 u4
    (
        .A(A[3]),
        .B(B[3]),
        .C(C_in[3]),
        .S(S[3]),
        .G(G[3]),
        .P(P[3])
    );
    clu4 cl
    (
        .c0(C),
        .P(P),
        .G(G),
        .C(C_in),
        .Pm(Pm),
        .Gm(Gm)
    );
endmodule
`timescale 1ns / 1ps
module clu4(
    input c0,
    input [3:0] P,
    input [3:0] G, 
    output [4:1] C,
    output Pm,Gm
    );
    assign C[1] = G[0] | P[0] & c0;
    assign C[2] = G[1] | P[1] & G[0] | P[1] & P[0] & c0;
    assign C[3] = G[2] | G[1] & P[2] | P[2] & P[1] & G[0] | P[2] & P[1] & P[0] & c0;
    assign C[4] = G[3] | P[3] & G[2] | P[3] & G[1] & P[2] | P[3] & P[2] & P[1] & G[0] | P[3] & P[2] & P[1] & P[0] & c0;
    assign Pm = P[3] & P[2] & P[1] & P[0] ;
    assign Gm = G[3] | P[3] & G[2] | P[3] & P[2] & G[1] | P[3] & P[2] & P[1] & G[0] ;
endmodule
==> metrics.csv <==
stage;metric;value;unit
sta;fin. max-slew vios;0;
route;WL final;6280;um
route;Detailed Routing Iterations Pass 1;4;
placed_design;Post-DP HPWL;5710;um
route;Starting DRT DRC Count;59;
sta;RSZ-0062 raised after global routing;no;
sta;final hold violation count;0;
logic_synthesis;post-synthesis instance area;2730;um2
sta;Worst Max-Slew Pin Slew;0.579;ns
logic_synthesis;count of cell types in the netlist;40;
setup_path;CP arrival;5.28;ns
clocking;Resized Gates After CTS;0;
sta;Max Clock Freq;144;MHz
final_layout;Register Area;0;um2
power_and_ir_drop;pwr dens;90.0;nW/um2
sta;total negative setup slack;0;ns
logic_synthesis;synthesized area per cell;7.42;um2
grt;layer with the highest usage;met2;
grt;largest net degree at the start of global routing;22;
power_and_ir_drop;combinational group share of total power;1.000;
logic_synthesis;yosys stat chip area;2730;um2
power_and_ir_drop;Seq pwr share;0;
floorplanning;chip area;12300;um2
placed_design;Post-DP Area;3580;um2
setup_path;launch point of the worst path;C;
logic_synthesis;Seq share, synth;0;
floorplanning;Rows;33;
job;tool warnings;71;
floorplanning;Die W;111;um
sta;fin crit period;6.92;ns
logic_synthesis;Synth area leaders;ha_1 (29%), xor2_1 (13%), inv_1 (12%);
clocking;Setup Buffers After CTS;0;
grt;global-route usage over all layers;0.0981;
route;DRT antenna net count;0;
grt;M1 GR Usage;0.124;
power_and_ir_drop;cell-internal power;0.196;mW
final_layout;Flop Count;0;
placed_design;DP Cell Count;536;
power_and_ir_drop;Sw Ratio;0.393;
status;status;finished, final reports clean;
setup_path;CP endpoint;S[28];
setup_path;Worst Setup Start Kind;input port;
grt;initial antenna violation count;0;
setup_path;maximum fanout along the worst path;21;
grt;vias in the first global route;2317;
route;# DRC;0;
power_and_ir_drop;static leakage;1.80;nW
logic_synthesis;gate count after technology mapping;368;
final_layout;clkbuf count;0;
hold_path;worst min path class;in -> out;
grt;first-pass GRT wire length;10600;um
setup_path;kind of critical path;in -> out;
route;WL per Instance;11.7;um
grt;total gr overflow;0;
route;Via Count;2319;
logic_synthesis;yosys cell count;368;
logic_synthesis;Synth top area share;0.293;
final_layout;Syn-to-layout area delta;31.2;%
grt;met3 Usage GRT;0.0203;
power_and_ir_drop;Final Power;0.323;mW
floorplanning;Die Y;111;um
final_layout;fill count;801;
final_layout;Post-Layout Cell Count;536;
job;max_cap viols;0;
final_layout;Finished Cell Area;3580;um2
floorplanning;core box area;8130;um2
sta;endpoints failing setup;0;
final_layout;Util after Layout;0.441;
clocking;hold_buf cts;0;
setup_path;CP required;6.56;ns
grt;GR Util met2;0.177;
power_and_ir_drop;Clock power frac;0;
placed_design;port bufs;98;
placed_design;gpl congestion;0.828;
sta;normalized max-slew margin;0.611;
floorplanning;IO Pins;98;
route;Inserted Diodes;0;
setup_path;CP Capture Type;output pin;
power_and_ir_drop;Peak VDD IR;0.0000369;V
logic_synthesis;Ys Warns;0;
logic_synthesis;Yosys top cell by area;ha_1;
sta;cycle use final;0.844;
floorplanning;fp_density;0.336;
final_layout;share of cells above drive strength 1;0.0162;
route;Vias/cell;4.33;
power_and_ir_drop;P_sw;0.127;mW
-- power by group through the flow --
stage	Clock [mW]	Sequential, mW	Combinational (mW)
5_1_grt	0	0	0.364
4_1_cts	0	0	0.332
6_report	0	0	0.323
-- worst min path at each step --
| stage | start | to | slack (ns) | depth (start not counted) |
|---|---|---|---|---|
| after global routing | C | S[0] | 4.28 | 3 |
| final | C | S[0] | 4.22 | 3 |
| after CTS | C | S[0] | 4.27 | 3 |
-- cells by family (layout without fill, tap and decap cells) --
logic type,Yosys count,after routing,synth area share
AND-OR/OR-AND,62,62,0.154
XOR/XNOR,53,53,0.170
adder cells (fa/ha/maj),71,71,0.344
buffers and inverters,120,183,0.212
AND/OR/NAND/NOR,59,59,0.109
multiplexers,3,3,0.0115
-- layout by cell type, fill, tap and decap left out, types with 2 or more instances in the layout --
| cell type | count |
|---|---|
| a311oi_1 | 3 |
| nor4_1 | 6 |
| a21oi_1 | 22 |
| ha_1 | 64 |
| fa_1 | 7 |
| o21ai_0 | 5 |
| mux2i_1 | 2 |
| or4_1 | 2 |
| nand2b_1 | 2 |
| nor2_1 | 21 |
| nor2b_1 | 3 |
| a21o_1 | 3 |
| xnor2_1 | 13 |
| o31a_1 | 2 |
| nor3_1 | 8 |
| a21boi_0 | 2 |
| o21a_1 | 2 |
| o21bai_1 | 8 |
| o31ai_1 | 4 |
| nand3_1 | 4 |
| inv_1 | 84 |
| clkdlybuf4s50_1 | 97 |
| nand2_1 | 8 |
| xor2_1 | 40 |
| a211o_1 | 3 |
| a211oi_1 | 2 |
-- critical path, cell delays in order --
cell and delay (ns):
buf_2 0.46, buf_4 0.39, xor2_1 0.31, inv_1 0.08, ha_1 0.21, nor3_1 0.23
nand2_1 0.11, nor3_1 0.18, o2111ai_2 0.19, a31oi_2 0.40, a211o_1 0.22, fa_1 0.41
clkdlybuf4s50_1 0.42
-- per-layer routing --
layer / share of wire / up-vias
li1: - / 1271
met1: 0.45 / 1000
met2: 0.49 / 48
met3: 0.057 / 0
met4: 0 / 0
met5: 0 / -
-- cell usage after synthesis, types with 2 or more instances --
cell,n
nor4_1,6
o21ai_0,5
nor2b_1,3
a21oi_1,22
a211oi_1,2
xor2_1,40
ha_1,64
mux2i_1,2
fa_1,7
a311oi_1,3
xnor2_1,13
nor2_1,21
nand3_1,4
nand2b_1,2
o21a_1,2
or4_1,2
a21o_1,3
o31ai_1,4
clkbuf_1,3
inv_1,84
o31a_1,2
nor3_1,8
a211o_1,3
nand2_1,8
o21bai_1,8
a21boi_0,2
buf_4,32
-- stage by stage --
step | worst slack (ns) | hold slack, ns
after CTS | 1.16 | 4.27
after detailed placement | 1.19 | 4.27
after floorplan | 1.91 | 3.46
final | 1.28 | 4.22
after global placement | 1.27 | 4.26
after global routing | 0.983 | 4.28
-- area by class of cell --
| cell class | instances | area [um2] | share of cell area |
|---|---|---|---|
| Inverter | 84 | 315 | 0.0880 |
| Multi-Input combinational cell | 248 | 2150 | 0.601 |
| Tap cell | 105 | 131 | 0.0367 |
| Timing Repair Buffer | 99 | 983 | 0.274 |
Power and IR drop assume default switching activity.
