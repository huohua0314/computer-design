### flow/design.v
`timescale 1ns / 1ps
module regs(
    input clk,rst,RegWrite,
    input [4:0] Rs1_addr,Rs2_addr,Wt_addr,
    input [31:0] Wt_data,
    output [31:0] Rs1_data,Rs2_data,
    output wire [31:0] Reg00,
    output wire [31:0] Reg01,
    output wire [31:0] Reg02,
    output wire [31:0] Reg03,
    output wire [31:0] Reg04,
    output wire [31:0] Reg05,
    output wire [31:0] Reg06,
    output wire [31:0] Reg07,
    output wire [31:0] Reg08,
    output wire [31:0] Reg09,
    output wire [31:0] Reg10,
    output wire [31:0] Reg11,
    output wire [31:0] Reg12,
    output wire [31:0] Reg13,
    output wire [31:0] Reg14,
    output wire [31:0] Reg15,
    output wire [31:0] Reg16,
    output wire [31:0] Reg17,
    output wire [31:0] Reg18,
    output wire [31:0] Reg19,
    output wire [31:0] Reg20,
    output wire [31:0] Reg21,
    output wire [31:0] Reg22,
    output wire [31:0] Reg23,
    output wire [31:0] Reg24,
    output wire [31:0] Reg25,
    output wire [31:0] Reg26,
    output wire [31:0] Reg27,
    output wire [31:0] Reg28,
    output wire [31:0] Reg29,
    output wire [31:0] Reg30,
    output wire [31:0] Reg31
    );
    reg [31:0] register[31:0];
    integer i;
    assign Rs1_data =(Rs1_addr == 0) ?0 :  register[Rs1_addr];
    assign Rs2_data =(Rs2_addr ==0 ) ?0 : register[Rs2_addr];
    always @(posedge clk or posedge rst)
        begin 
            if(rst==1)
                for(i=1;i<32;i=i+1)
                    register[i] <= 0;
            else
                if((RegWrite==1)&&(Wt_addr !=0))
                    register[Wt_addr] <=Wt_data;
        end
    assign Reg00 = register[0];
    assign Reg01 = register[1];
    assign Reg02 = register[2];
    assign Reg03 = register[3];
    assign Reg04 = register[4];
    assign Reg05 = register[5];
    assign Reg06 = register[6];
    assign Reg07 = register[7];
    assign Reg08 = register[8];
    assign Reg09 = register[9];
    assign Reg10 = register[10];
    assign Reg11 = register[11];
    assign Reg12 = register[12];
    assign Reg13 = register[13];
    assign Reg14 = register[14];
    assign Reg15 = register[15];
    assign Reg16 = register[16];
    assign Reg17 = register[17];
    assign Reg18 = register[18];
    assign Reg19 = register[19];
    assign Reg20 = register[20];
    assign Reg21 = register[21];
    assign Reg22 = register[22];
    assign Reg23 = register[23];
    assign Reg24 = register[24];
    assign Reg25 = register[25];
    assign Reg26 = register[26];
    assign Reg27 = register[27];
    assign Reg28 = register[28];
    assign Reg29 = register[29];
    assign Reg30 = register[30];
    assign Reg31 = register[31];
    endmodule
### flow/run.sh
#!/bin/bash
# OpenROAD 26Q1-2900-gdf79404cd8, Yosys 0.63+post, stock flow scripts
make -C /OpenROAD-flow-scripts/flow DESIGN_CONFIG=/design/flow/config.mk WORK_HOME=/design/flow/orfs finish
### flow/config.mk
export PLATFORM = sky130hd
export DESIGN_NAME = regs
export DESIGN_NICKNAME = regs
export VERILOG_FILES = /design/flow/design.v
export SDC_FILE = /design/flow/constraint.sdc
export NUM_CORES = 4
export LEC_CHECK = 1
export CORE_AREA = 10 10 725 725
export DIE_AREA = 0 0 735 735
### flow/constraint.sdc
current_design regs

set clk_period 10.7
set clk_io_pct 0.2

create_clock -name clk0 -period $clk_period [get_ports {clk}]

set non_clock_inputs [all_inputs -no_clocks]
set_input_delay [expr $clk_period * $clk_io_pct] -clock clk0 $non_clock_inputs
set_output_delay [expr $clk_period * $clk_io_pct] -clock clk0 [all_outputs]
==> deck_impl_summary.md <==
Implementation Results

Critical path
  • Data required time at the worst endpoint: 8560 ps
  • Critical path's most frequent cell: sky130_fd_sc_hd__buf_4
  • Worst Setup SP: Rs2_addr[1]
  • Number of cells on the critical path: 9
  • Type of the setup path with the least slack: input port to primary output
  • Data arrival time of the critical path: 7300 ps
  • Reg-to-reg startpoint: register[22][20]
  • Critical Path Sink Type: primary output
  • Maximum fanout count along the critical path: 29
  • Logic depth of the worst register-to-register path: 1
  • Crit path cell chain: buf_6, buf_4, inv_2, nor3_4, buf_4, a21oi_1, and4_1, a31oi_1, clkdlybuf4s50_1
  • Cell family contributing the most delay on the critical path: buffers and inverters
  • Delay contributed by the slowest stage of the critical path: 1080 ps
  • Number of buffers and inverters on the critical path: 5
  • Worst Setup Start Kind: input port
  • Critical Path Slowest Stage Cell: sky130_fd_sc_hd__a31oi_1
  • Endpoint of the lowest-slack register-to-register path: register[22][20]
  • Destination of the critical timing path: Rs2_data[31]
  • Internal reg-to-reg setup slack: 9540 ps

Final timing
  • Worst Max-Slew Pin Slew: 1380 ps
  • Achievable frequency: 0.106 GHz
  • Number of failing setup endpoints in the final timing report: 0
  • Unrepaired setup endpoints after global routing: false
  • Remaining max-slew budget at the tightest pin: 7.74%
  • Crit path time final: 9440 ps
  • Total count of max-transition violations in the final report: 0
  • Tcrit/Tclk final: 88.2%
  • Setup ws final: 1260 ps
  • Setup skew after layout: 0 ps
  • Final Hold Vio Count: 0
  • Minimum hold slack: 571 ps

Cells and area
  • Max reg flops: 1024
  • Filler instances: 56764
  • Leading registers by flop count: register x1024
  • Register bank with the most flops: register
  • Fraction of final layout cells sized beyond drive strength 1: 28.8%
  • Synthesis-to-layout area growth: 45.7%

Pwr
  • Combinational Power Share: 30.4%
  • Pwr/cell area: 193 mW/mm^2
  • Part of the total power dissipated in the clock network: 27.0%
  • Internal power of the cells: 8.88 mW
  • Relative contribution of sequential cells to total power: 42.6%
  • Switch share: 41.2%
  • Worst ir drop on vdd: 122 uV
  • Total leakage power: 30.4 nW
  • Net switching component of the power: 6.23 mW

Yosys
  • Largest family of logic cells by area: multiplexers
  • Synthesized cell area: 0.0539 mm^2
  • Yosys stat cell total: 4713
  • Most used flip-flop cell: sky130_fd_sc_hd__dfrtp_1
  • Yosys aoi share: 11.5%
  • Synth Instances: 4713
  • Largest cells by area after synthesis: sky130_fd_sc_hd__dfrtp_1, sky130_fd_sc_hd__mux2_2, sky130_fd_sc_hd__a22oi_1
  • Most used standard cell by instance count after synthesis: sky130_fd_sc_hd__mux2_2
  • Top cells by count: sky130_fd_sc_hd__mux2_2, sky130_fd_sc_hd__dfrtp_1, sky130_fd_sc_hd__nand3_1
  • Xor+xnor area frac: 0%
  • Fraction of the yosys area taken by sequential cells: 47.9%
  • Simple-Gate Area Share: 13.6%
  • Number of synthesis warnings: 2
  • Library cell occupying the most area in the post-synthesis netlist: sky130_fd_sc_hd__dfrtp_1
  • Async SR Flop Fraction: 96.9%
  • Synth mux share: 22.9%
  • Max-area cell share: 46.1%
  • Yosys adder share: 0%
  • Post-synth regs: 1024
  • Per-instance average area after synthesis: 11.4 um^2
  • Yosys stat area: 0.0539 mm^2
  • Distinct cell type count of the synthesized netlist: 87
  • Post-synth tally of flip-flops with integrated enable: 32

Floorplanning
  • Total Die Area: 0.540 mm^2
  • Effective utilization at floorplan: 10.6%
  • Vert. Die Dim: 735 um
  • Area of the core region: 0.509 mm^2
  • Number of rows in the core area: 262
  • Number of placed I/O pins: 1138
  • Overall die width: 735 um

Routing
  • DRC violation count after routing: 0
  • Antenna Nets Post-Route: 0
  • Iteration tally of the first detailed-router pass: 7
  • Drt total wl: 609000 um
  • Iteration-0 DRC count of the detailed router: 7575
  • Via-per-instance ratio: 4.47
  • Count of vias placed by the detailed router: 56442
  • Routed length per placed instance: 48.2 um

Global route
  • Initial antenna violation count: 45
  • Wire length of the first global-routing pass: 737000 um
  • Total routing resource utilization after global routing: 22.0%
  • Gr ovfl total: 0
  • Largest net degree at the start of global routing: 125
  • Vias in the first global route: 52999

Clock network
  • Clock sinks: 1024
  • Reg clk slew, reported paths: 70 ps
  • PostCTS Resize Cnt: 0
  • CTS H-tree depth: 3
  • TritonCTS Buffers: 104
  • Hold_buf cts: 0
  • Clock tree from TritonCTS: built
  • Number of buffers on the longest clock path: 3
  • Clock root cell: sky130_fd_sc_hd__clkbuf_16
  • Clk Latency, worst-skew pair: 770 ps
  • Post-CTS setup repair buffer count: 0

Placed design
  • Post-detail-place hpwl: 482000 um
  • Placer Congestion: 1.04
  • Worst slack, placed: 1560 ps
  • Buffers on Ports: 1137

Run status
  • Run status: finished, final reports clean

Flow run
  • Max-cap check violation count: 0
  • Number of warning messages in the logs: 39

Min path
  • Hold crit path type: flip-flop to flip-flop
## logic make-up after synthesis
family / count (synthesis)
buf+inv: 507
compound gates: 819
other cells: 1
mux: 1097
simple gates: 1265
flops: 1024
## metal layers
layer  share of wire, %  up-vias  wire length, um  GRT usage (%)
li1                   -    20411                -              -
met1                 34    29622           205000           23.5
met2                 42     4658           258000           32.6
met3                 14     1731            86100           12.5
met4                9.8       20            59600           15.7
met5              0.019        -              116         0.0524
## cell type report
| cell class | count | area [um^2] | area share, % |
|---|---|---|---|
| timing repair buffer | 1430 | 13700 | 17.4 |
| tap | 6732 | 8420 | 10.7 |
| clock buffer | 145 | 3040 | 3.87 |
| clock inverter | 52 | 624 | 0.796 |
| sequential | 1024 | 25800 | 32.9 |
| multi-input combinational | 3213 | 26800 | 34.1 |
| inverter | 15 | 60.1 | 0.0766 |
| antenna | 28 | 70.1 | 0.0893 |
## power by group through the flow
stage	Sequential, mW	Clock [mW]	Combinational, mW
5_1_grt	6.38	4.23	4.78
6_report	6.44	4.07	4.59
4_1_cts	6.35	4.11	4.59
## cells in the final DEF, fill, tap and decap left out, drive strengths merged, types with 9 or more instances in the layout
master / n
and3: 209
nor2: 86
nand4: 147
inv: 34
nor3: 37
a21oi: 91
nand2b: 23
and3b: 9
a221oi: 11
nand3: 443
diode: 28
and2: 15
a31oi: 62
nor4: 39
a2111oi: 71
a222oi: 27
buf: 302
nand2: 107
mux2: 1032
clkinv: 21
dfrtp: 992
o22ai: 9
o31a: 18
o2bb2ai: 10
a32oi: 16
clkbuf: 146
nor3b: 26
a22oi: 311
nand3b: 23
o21ai: 35
and4: 43
clkdlybuf4s50: 1126
nor2b: 16
a22o: 88
mux2i: 62
conb: 32
or3b: 10
edfxtp: 32
## metrics by stage
step	setup TNS [ps]	power (mW)	cell area (um^2)	util (%)	instances
6_report	0	15.1	78500	15.4	12639
5_1_grt	0	15.4	78400	15.4	12612
4_1_cts	0	15.0	78400	15.4	12610
3_5_place_dp	0	11.0	74700	14.7	12413
3_3_place_gp	0	11.0	74700	14.7	12412
2_1_floorplan	-5065480	6.23	54000	-	4744
## worst min path at each step
stage	slack [ps]	endpoint	depth (start not counted)	startpoint
final	570	register[22][2]	1	register[22][2]
after global routing	600	register[12][13]	1	register[12][13]
after CTS	570	register[22][2]	1	register[22][2]
Power and IR drop assume default switching activity.
